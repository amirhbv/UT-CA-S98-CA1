### flow/config.mk
export PLATFORM = sky130hd
export DESIGN_NAME = neuron
export DESIGN_NICKNAME = neuron
export VERILOG_FILES = /design/flow/design.v
export SDC_FILE = /design/flow/constraint.sdc
export NUM_CORES = 4
export LEC_CHECK = 1
export CORE_UTILIZATION = 40
### flow/design.v
`timescale 1ns/1ns
module controller(
  input clk , rst , eq , start , EOF , EOI ,
  output reg ldW1 , ldW2 , ldX1 , ldX2 , ldT , ldB , updating ,
  output learned
);
    reg [2:0] ns , ps;
    reg _learned = 0;
    assign learned = _learned ;
    parameter [2:0] idle = 0, starting = 1, toLearn = 2 , getX = 3, upadteWeight = 4 , getTestInput = 5 ;
    always @ (ps , eq , start , EOF , EOI) begin
        case (ps)
            idle      : ns = start ? starting : idle ;
            starting  : ns = _learned ? getTestInput : toLearn ;
            toLearn   : ns = getX ;
            getX      : begin
                if (EOF) begin
                    ns = starting;
                end else begin
                    if (eq)
                        ns = getX;
                    else if(~eq)
                        ns = upadteWeight;
                end
            end
            upadteWeight : ns = getX ;
            getTestInput : ns = EOI ? idle : getTestInput ;
            default: ns = idle;
        endcase
    end
    always @ (ps , eq) begin
        ldW1 = 0 ; ldW2 = 0 ; ldX1 = 0 ; ldX2 = 0 ; ldT = 0 ; ldB = 0 ; updating = 0 ;
        case (ps)
            toLearn : begin
                _learned = 1;
            end
            getX: begin
                ldX1    = 1 ;
                ldX2    = 1 ;
                ldT     = 1 ;
                if (~eq) begin
                    updating = 1 ;
                end
            end
            upadteWeight: begin
                ldW1    = 1 ;
                ldW2    = 1 ;
                ldB     = 1 ;
                _learned = 0 ;
            end
            getTestInput: begin
                ldX1 = 1 ;
                ldX2 = 1 ;
            end
        endcase
    end
    always @(posedge clk, posedge rst) begin
        if (rst) ps <= idle;
        else ps <= ns;
    end
endmodule  
`timescale 1ns/1ns
module datapath(
    input clk , rst , ldW1 , ldW2 , ldX1 , ldX2 , ldT , ldB,
    input signed [6:0] x1in, x2in,
    input signed [1:0] tin,
    output signed [1:0] tout,
    output eq
);
    reg signed [1:0] t ;
    reg signed [6:0] x1 , x2 ;
    reg signed [13:0] w1 , w2 , b ;
    reg signed [13:0] posAlpha = 14'b00000011000000;
    reg signed [13:0] negAlpha = 14'b11111101000000;
    wire signed [20:0] m1 , m2 , mw1 , mw2 ;
    wire signed [13:0] s , sw1 , sw2 , sb ;
    wire signed [13:0] alphaT ;
    assign alphaT = t[1] ? negAlpha : posAlpha ;
    assign m1 = x1 * w1 ;
    assign m2 = x2 * w2 ;
    assign s = m1[17:4] + m2[17:4] + b ;
    assign eq = ~(s[13] ^ t[1]) ;
    assign mw1 = x1 * alphaT ;
    assign mw2 = x2 * alphaT ;
    assign sw1 = mw1[17:4] + w1;
    assign sw2 = mw2[17:4] + w2;
    assign sb  = b + alphaT;
    always @(posedge clk, posedge rst) begin
        if (rst) begin
            w1 = 0 ; w2 = 0 ; b = 0 ;
        end
        else begin
            x1 = ldX1 ? x1in : x1;
            x2 = ldX2 ? x2in : x2;
            t  = ldT  ? tin  : t ;
            w1 = ldW1 ? sw1 : w1 ;
            w2 = ldW2 ? sw2 : w2 ;
            b  = ldB  ? sb  : b  ;
        end
    end
    assign tout = { s[13] , 1'b1 } ;
endmodule  
`timescale 1ns/1ns
module neuron(
    input clk , rst , start , EOI , EOF ,
    input signed [6:0] x1 , x2 ,
    input signed [1:0] tin ,
    output learned , updating ,
    output signed [1:0] tout
);
    wire ldW1 , ldW2 , ldX1 , ldX2 , ldT , ldB , eq ;
    datapath dp(
        .clk(clk),
        .rst(rst),
        .ldW1(ldW1),
        .ldW2(ldW2),
        .ldX1(ldX1),
        .ldX2(ldX2),
        .ldT(ldT),
        .ldB(ldB),
        .eq(eq),
        .x1in(x1),
        .x2in(x2),
        .tin(tin),
        .tout(tout)
    );
    controller ct(
        .clk(clk),
        .rst(rst),
        .ldW1(ldW1),
        .ldW2(ldW2),
        .ldX1(ldX1),
        .ldX2(ldX2),
        .ldT(ldT),
        .ldB(ldB),
        .eq(eq),
        .EOF(EOF),
        .EOI(EOI),
        .start(start),
        .learned(learned),
        .updating(updating)
    );
endmodule  
### flow/constraint.sdc
current_design neuron

set clk_period 12.8
set clk_io_pct 0.2

create_clock -name clk0 -period $clk_period [get_ports {clk}]

set non_clock_inputs [all_inputs -no_clocks]
set_input_delay [expr $clk_period * $clk_io_pct] -clock clk0 $non_clock_inputs
set_output_delay [expr $clk_period * $clk_io_pct] -clock clk0 [all_outputs]
### flow/run.sh
#!/bin/bash
# OpenROAD 26Q1-2900-gdf79404cd8, Yosys 0.63+post, stock flow scripts
make -C /OpenROAD-flow-scripts/flow DESIGN_CONFIG=/design/flow/config.mk WORK_HOME=/design/flow/orfs finish
==> summary.rpt <==
PHYSICAL IMPLEMENTATION REPORT
----------------------------------------------------
[Status]
  Outcome ........................ finished, final reports clean

[Worst setup path]
  CP bufs+invs ........................ 6
  CP most frequent cell ........................ sky130_fd_sc_hd__xnor2_1
  Start-to-end type of the worst setup path ........................ reg -> out
  Launching element type of the critical path ........................ flip-flop
  Maximum cell stage delay along the critical path ........................ between 0.5 and 0.6 ns
  Crit-path slowest cell ........................ sky130_fd_sc_hd__fa_1
  Critical-path maximum fanout ........................ 16
  Required time at the endpoint of the critical path ........................ 10.24 ns
  Critical path endpoint category ........................ primary output
  Critical path data arrival time ........................ approximately 8 ns
  Cell family contributing the most delay on the critical path ........................ adder cells

[Global routing]
  Number of antenna violations at the first check in global routing ........................ 0
  First-pass GRT wire length ........................ 35.7 mm
  Grt peak-use layer ........................ met1
  Total GRT Usage ........................ 0.160
  Met1 track utilization from global routing ........................ 0.265
  Via count of the first global-routing pass ........................ 7524
  Met2 layer usage reported by global route ........................ 0.238
  GR met3 Demand/Resource ........................ 0.0305
  Pin count of the biggest net entering global routing ........................ 41
  Total congestion overflow ........................ 0

[Layout]
  Area delta synth->final ........................ 7.24%
  Area of the multi-input gates ........................ 0.00897 sq mm
  Final core occ ........................ 0.435
  Fraction of layout cells with a size suffix above 1 ........................ 0.0399
  Sequential cell area ........................ between 0.001 and 0.0015 sq mm
  # fillers ........................ 2659
  Post-route non-filler standard cell count ........................ 1555

[Timing]
  Unrepaired setup endpoints after global routing ........................ no
  Post-Route Skew ........................ 0.0150 ns
  Final worst path period need ........................ 10.48 ns
  Worst slew margin relative to its limit ........................ 0.601
  Hold violation total from the final report ........................ 0
  Crit share post-route ........................ 0.819
  Max-slew violation count ........................ 0
  Pin slew with the least headroom to its limit ........................ 0.599 ns
  Number of failing setup endpoints in the final timing report ........................ 0
  Timing-limited maximum frequency ........................ about 95 MHz
  Sum Neg Setup Slack ........................ 0 ns
  Count of endpoints without a timing constraint ........................ 2
  Number of register pins that no clock reaches ........................ 1

[Placed design]
  Total instance count after detailed placement ........................ 1547
  GPL Wtd Cong ........................ 0.812
  Final HPWL from detailed placement ........................ 15.7 mm
  Port buffer count ........................ 22

[Drt]
  Number of vias per cell ........................ 4.73
  Antenna cell count ........................ 0
  Routed wire length per instance ........................ 12.5 microns
  Total Wirelength ........................ 19.4 mm
  DRC viols ........................ 0
  Initial DRC Count ........................ 258
  Count of antenna-violating nets left after detailed routing ........................ 0
  Via total after detailed routing ........................ 7350
  Detailed Routing Iterations Pass 1 ........................ 6

[Synth]
  Area contributors post-synth ........................ sky130_fd_sc_hd__fa_1 31%, sky130_fd_sc_hd__ha_1 18%, sky130_fd_sc_hd__dfrtp_1 8.2%
  Count of library flops with an enable pin ........................ 15
  Share of synthesized registers carrying an async set or reset ........................ 0.704
  Most common flop cell mapped by yosys ........................ sky130_fd_sc_hd__dfrtp_1
  Top cell type by total area after synthesis ........................ sky130_fd_sc_hd__fa_1
  Syn Area/Cell ........................ 9.72 sq um
  Instance tally after logic synthesis ........................ 1160
  Chip area line of the yosys report ........................ 0.0113 sq mm
  Number of warnings reported in the yosys synthesis log ........................ 2
  Cell Type Count ........................ 57
  Cell total in the yosys stat output ........................ about 1.2k
  Syn Std Cell Area ........................ 0.0113 sq mm
  Top area contributor share ........................ 0.309
  Yosys reg bits ........................ 54

[Floorplanning]
  Core Footprint ........................ 0.0278 sq mm
  Starting density of the core ........................ 0.406
  Chip height ........................ 170 microns
  Die extent in x ........................ between 150 and 200 microns
  Die Size ........................ 0.0289 sq mm
  Io pins ........................ 25
  Placement row count ........................ approximately 61

[Clock tree]
  Number of hold-repair buffers added at the cts stage ........................ 0
  CTS-repair resized insts ........................ 0
  TritonCTS clock tree ........................ yes
  Clock latency on the worst-skew pair ........................ 0.31 ns
  Clock transition at the registers of the reported paths ........................ 0.07 ns
  Maximum count of clock buffers along a single path ........................ 2
  Number of setup buffers added after CTS ........................ 0
  Buffer type at the clock tree root ........................ sky130_fd_sc_hd__clkbuf_16
  Clock H-tree levels ........................ 2
  TritonCTS buffer count ........................ 5

[Flow run]
  Tally of max-capacitance violations ........................ 0
  OpenROAD warning count ........................ 28

[Min path]
  Class of the most critical hold timing path ........................ reg -> reg

----------------------------------------------------
[Yosys cell counts (5+ instances only)]
library cell	instances
sky130_fd_sc_hd__nor3_1	11
sky130_fd_sc_hd__clkbuf_1	18
sky130_fd_sc_hd__o21ai_0	26
sky130_fd_sc_hd__nand2b_1	9
sky130_fd_sc_hd__dfrtp_1	37
sky130_fd_sc_hd__and2_1	120
sky130_fd_sc_hd__nand3_1	7
sky130_fd_sc_hd__nor2b_1	18
sky130_fd_sc_hd__fa_1	174
sky130_fd_sc_hd__edfxtp_1	15
sky130_fd_sc_hd__nor2_1	47
sky130_fd_sc_hd__a21o_1	22
sky130_fd_sc_hd__ha_1	158
sky130_fd_sc_hd__a21oi_1	44
sky130_fd_sc_hd__xnor2_1	69
sky130_fd_sc_hd__o21bai_1	14
sky130_fd_sc_hd__a211oi_1	5
sky130_fd_sc_hd__nand2_1	49
sky130_fd_sc_hd__mux2_2	21
sky130_fd_sc_hd__inv_1	210
sky130_fd_sc_hd__xor2_1	24
[worst reg2reg max path, delay by kind of cell, from the launching register on]
family / cells / cell delay [ns]
DFF: 1 / 0.32
adders and majority gates: 6 / 2.76
buffers and inverters: 5 / 0.82
AOI/OAI and AO/OA: 5 / 1.09
xor gates and xnor gates: 9 / 1.71
and+or+nand+nor: 3 / 0.55
[final timing paths]
| check | cells past startpoint | start | slack [ns] | endpoint |
|---|---|---|---|---|
| max | 29 | dp.x1[6] | 2.32 | updating |
| min | 2 | ct.ps[2] | 0.47 | ct.ps[5] |
| max reg2reg | 28 | dp.x1[6] | 5.45 | ct.ps[1] |
| min reg2reg | 2 | ct.ps[2] | 0.47 | ct.ps[5] |
| max in group asynchronous | 3 | rst | 9.66 | dp.w1[10] |
| min in group asynchronous | 3 | rst | 2.77 | dp.b[8] |
[state kept, by name (all words and copies together), names as in the netlist]
| register | cells |
|---|---|
| dp.w1 | 12 |
| dp.w2 | 12 |
| dp.b | 8 |
| dp.x1 | 7 |
| dp.x2 | 7 |
| ct.ps | 6 |
| ct._learned | 1 |
| dp.t | 1 |
[layout by cell type (no fill, tap or decap), drive strengths merged, types with 4 or more instances in the layout]
cell type / instances
nor2b: 18
nand3: 7
and2: 123
o21bai: 14
a21oi: 44
clkbuf: 8
o211ai: 4
clkdlybuf4s50: 22
o21a: 4
ha: 158
edfxtp: 15
dfrtp: 37
nor3: 11
a211oi: 5
xnor2: 70
o21ai: 27
buf: 10
nand2: 49
xor2: 24
fa: 174
mux2: 21
nand2b: 9
nor2: 47
a21o: 22
inv: 210
[layer usage]
metal  vias up  wire length, microns
met5         -                     0
met4         0                   140
met3         6                   763
met2       103                  8510
met1      3526                  9970
li1       3715                     -
[layout make-up]
cell class / count / area share
inverter: 212 / 0.0658
sequential: 54 / 0.117
multi-input combinational: 871 / 0.741
timing repair buffer: 32 / 0.0244
clock buffer: 8 / 0.0121
tap: 378 / 0.0391
[stage by stage]
stage / hold WS [ns] / instance area (sq um) / setup WS (ns)
3_3_place_gp: 0.450 / 12000 / 2.57
3_5_place_dp: 0.463 / 12000 / 2.59
6_report: 0.467 / 12100 / 2.32
2_1_floorplan: 0.431 / 11300 / 3.51
5_1_grt: 0.481 / 12100 / 1.79
4_1_cts: 0.470 / 12100 / 2.22
[cells by family (layout without fill, tap and decap cells)]
family | count (synthesis) | after routing | synth area share
other | 2 | 3 | 0.000666
flip-flops | 53 | 53 | 0.124
buffers and inverters | 236 | 252 | 0.0795
XOR/XNOR | 95 | 95 | 0.0756
adder cells (fa/ha/maj) | 332 | 332 | 0.484
AND/OR/NAND/NOR | 283 | 283 | 0.136
multiplexers | 22 | 22 | 0.0219
AND-OR/OR-AND | 136 | 136 | 0.0770
latches | 1 | 1 | 0.00133
